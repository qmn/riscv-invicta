--- run.sh ---
#!/bin/bash
# OpenROAD 26Q1-2900-gdf79404cd8, Yosys 0.63+post, stock flow scripts
make -C /OpenROAD-flow-scripts/flow DESIGN_CONFIG=/design/flow/config.mk WORK_HOME=/design/flow/orfs finish
--- config.mk ---
export PLATFORM = sky130hd
export DESIGN_NAME = inst_decoder
export DESIGN_NICKNAME = inst_decoder
export VERILOG_FILES = /design/flow/design.v
export SDC_FILE = /design/flow/constraint.sdc
export NUM_CORES = 4
export LEC_CHECK = 1
export CORE_AREA = 10 10 192 192
export DIE_AREA = 0 0 202 202
export SYNTH_MEMORY_MAX_BITS = 65536
--- constraint.sdc ---
current_design inst_decoder

set clk_period 8.8
set clk_io_pct 0.2

create_clock -name clk0 -period $clk_period

set non_clock_inputs [all_inputs -no_clocks]
set_input_delay [expr $clk_period * $clk_io_pct] -clock clk0 $non_clock_inputs
set_output_delay [expr $clk_period * $clk_io_pct] -clock clk0 [all_outputs]
--- design.v ---
module reg_decoder (
	output reg [23:0] str,
	input [4:0] r
);
	always @ (*) begin
		case (r)
			0 : str = " x0";
			1 : str = " ra";
			2 : str = " s0";
			3 : str = " s1";
			4 : str = " s2";
			5 : str = " s3";
			6 : str = " s4";
			7 : str = " s5";
			8 : str = " s6";
			9 : str = " s7";
			10: str = " s8";
			11: str = " s9";
			12: str = "s10";
			13: str = "s11";
			14: str = " sp";
			15: str = " tp";
			16: str = " v0";
			17: str = " v1";
			18: str = " a0";
			19: str = " a1";
			20: str = " a2";
			21: str = " a3";
			22: str = " a4";
			23: str = " a5";
			24: str = " a6";
			25: str = " a7";
			26: str = " a8";
			27: str = " a9";
			28: str = "a10";
			29: str = "a11";
			30: str = "a12";
			31: str = "a13";
			default: str = "???";
		endcase
	end
endmodule
module pcreg_decoder (
	output reg [63:0] str,
	input [4:0] r
);
	always @ (*) begin
		case (r)
			0 : str = "  status";
			1 : str = "     epc";
			2 : str = "badvaddr";
			3 : str = "    evec";
			4 : str = "   count";
			5 : str = " compare";
			6 : str = "   cause";
			7 : str = "    ptbr";
			12: str = "      k0";
			13: str = "      k1";
			30: str = "  tohost";
			31: str = "fromhost";
			default: str = "???";
		endcase
	end
endmodule
module imm_decoder (
	output [47:0] str,
	input [11:0] imm12
);
	wire [11:0] imm = imm12[11] ? -$signed(imm12) : imm12;
	wire [3:0] d0 = imm[3:0];
	wire [3:0] d1 = imm[7:4];
	wire [3:0] d2 = imm[11:8];
	wire [7:0] d0_s = d0 <= 9 ? "0" + d0 : "A" + d0 - 10;
	wire [7:0] d1_s = d1 <= 9 ? "0" + d1 : "A" + d1 - 10;
	wire [7:0] d2_s = d2 <= 9 ? "0" + d2 : "A" + d2 - 10;
	assign str = {imm12[11] ? "-" : " ", "0x", d2_s, d1_s, d0_s}; 
endmodule
module lui_decoder (
	output [55:0] str,
	input [19:0] imm
);
	wire [3:0] d0 = imm[3:0];
	wire [3:0] d1 = imm[7:4];
	wire [3:0] d2 = imm[11:8];
	wire [3:0] d3 = imm[15:12];
	wire [3:0] d4 = imm[19:16];
	wire [7:0] d0_s = d0 <= 9 ? "0" + d0 : "A" + d0 - 10;
	wire [7:0] d1_s = d1 <= 9 ? "0" + d1 : "A" + d1 - 10;
	wire [7:0] d2_s = d2 <= 9 ? "0" + d2 : "A" + d2 - 10;
	wire [7:0] d3_s = d3 <= 9 ? "0" + d3 : "A" + d3 - 10;
	wire [7:0] d4_s = d4 <= 9 ? "0" + d4 : "A" + d4 - 10;
	assign str = {"0x", d4_s, d3_s, d2_s, d1_s, d0_s}; 
endmodule
module addr_decoder (
	output [79:0] str,
	input [31:0] addr
);
	wire [3:0] d0 = addr[3:0];
	wire [3:0] d1 = addr[7:4];
	wire [3:0] d2 = addr[11:8];
	wire [3:0] d3 = addr[15:12];
	wire [3:0] d4 = addr[19:16];
	wire [3:0] d5 = addr[23:20];
	wire [3:0] d6 = addr[27:24];
	wire [3:0] d7 = addr[31:28];
	wire [7:0] d0_s = d0 <= 9 ? "0" + d0 : "A" + d0 - 10;
	wire [7:0] d1_s = d1 <= 9 ? "0" + d1 : "A" + d1 - 10;
	wire [7:0] d2_s = d2 <= 9 ? "0" + d2 : "A" + d2 - 10;
	wire [7:0] d3_s = d3 <= 9 ? "0" + d3 : "A" + d3 - 10;
	wire [7:0] d4_s = d4 <= 9 ? "0" + d4 : "A" + d4 - 10;
	wire [7:0] d5_s = d5 <= 9 ? "0" + d5 : "A" + d5 - 10;
	wire [7:0] d6_s = d6 <= 9 ? "0" + d6 : "A" + d6 - 10;
	wire [7:0] d7_s = d7 <= 9 ? "0" + d7 : "A" + d7 - 10;
	assign str = {"0x", d7_s, d6_s, d5_s, d4_s, d3_s, d2_s, d1_s, d0_s}; 
endmodule
module inst_decoder (
	output reg [(26 * 8) - 1:0] str,
	input [31:0] jump_target,
	input [31:0] branch_target,
	input [31:0] inst
);
	wire [6:0] opcode = inst[6:0];
	wire [9:7] funct3 = inst[9:7];
	wire [11:0] imm12 = inst[21:10];
	wire [19:0] imm20 = inst[26:7];
	wire [11:0] split_imm12 = {inst[31:27], inst[16:10]};
	wire [4:0] wd = inst[31:27];
	reg [(8 * 8) - 1:0] op_s;
	reg [1:0] type;
	wire [23:0] wd_s;
	wire [23:0] rs1_s;
	wire [23:0] rs2_s;
	wire [63:0] pcr_s;
	wire [47:0] imm12_s;
	wire [47:0] split_imm12_s;
	wire [55:0] imm20_s;
	wire [79:0] addr_s;
	wire [79:0] branch_addr_s;
	reg_decoder r1(wd_s, wd);
	reg_decoder r2(rs1_s, inst[26:22]);
	reg_decoder r3(rs2_s, inst[21:17]);
	pcreg_decoder r4(pcr_s, inst[26:22]);
	imm_decoder id(imm12_s, imm12);
	lui_decoder ld(imm20_s, imm20);
	imm_decoder sid(split_imm12_s, split_imm12);
	addr_decoder ad(addr_s, jump_target);
	addr_decoder bd(branch_addr_s, branch_target);
	always @ (*) begin
		case (opcode)
			7'b0110011:
				str[(26 - 8) * 8 - 1:0] = 
					{" ", wd_s, ",", rs1_s, ",", rs2_s};
			7'b0010011: begin
				if (inst != 32'h00000013) 
					str[(26 - 8) * 8 - 1:0] = 
						{" ", wd_s, ",", rs1_s, ",", imm12_s};
				else
					str[(26 - 8) * 8 - 1:0] = "";
			end
			7'b0110111:
				str[(26 - 8) * 8 - 1:0] =
					{" ", wd_s, ",", imm20_s};
			7'b1100111, 7'b1101111:
				str[(26 - 8) * 8 - 1:0] =
					{" ", addr_s};
			7'b1101011:
				if (inst != 32'h004000eb)
					str[(26 - 8) * 8 - 1:0] =
						{" ", wd_s, ",", rs1_s, ",", addr_s};
				else
					str[(26 - 8) * 8 - 1:0] = "";
			7'b1100011:
				str[(26 - 8) * 8 - 1:0] =
					{" ", rs1_s, ",", rs2_s, ",", branch_addr_s};
			7'b0000011:
				str[(26 - 8) * 8 - 1:0] =
					{" ", wd_s, ",", imm12_s, "(", rs1_s, ")"};
			7'b0100011:
				str[(26 - 8) * 8 - 1:0] =
					{" ", rs2_s, ",", split_imm12_s, "(", rs1_s, ")"};
			7'b1111011:
				str[(26 - 8) * 8 - 1:0] =
					{" ", wd_s, ",", rs2_s, ",", pcr_s};
			default:
				str[(26 - 8) * 8 - 1:0] = "";
		endcase
	end
	always @ (*) begin
		case (opcode)
			7'b0110011:
				if (inst[10]) begin
					case (funct3)
						3'b000:    op_s = "mul     ";
						3'b001:   op_s = "mulh    ";
						3'b010: op_s = "mulhsu  ";
						3'b011:  op_s = "mulhu   ";
						3'b100:    op_s = "div     ";
						3'b101:   op_s = "divu    ";
						3'b110:    op_s = "rem     ";
						3'b111:   op_s = "remu    ";
						default:    op_s = "???     ";
					endcase
				end else begin
					case (funct3)
						3'b000:  op_s = inst[16] ? "sub     " : "add     ";
						3'b001:  op_s = "sll     ";
						3'b010:  op_s = "slt     ";
						3'b011: op_s = "sltu    ";
						3'b100:  op_s = "xor     ";
						3'b101:   op_s = inst[16] ? "sra     " : "srl     ";
						3'b110:   op_s = "or      ";
						3'b111:  op_s = "and     ";
						default: op_s = "???     ";
					endcase
				end
			7'b0010011:
				case (funct3)
					3'b000:  op_s = inst == 32'h00000013 ? "nop     " : "addi    ";
					3'b001:  op_s = "slli    ";
					3'b010:  op_s = "slti    ";
					3'b011: op_s = "sltiu   ";
					3'b100:  op_s = "xori    ";
					3'b101:   op_s = inst[16] ? "srai    " : "srli    ";
					3'b110:   op_s = "ori     ";
					3'b111:  op_s = "andi    ";
					default: op_s = "???     ";
				endcase
			7'b0110111:
				op_s = "lui     ";
			7'b1100111:
				op_s = "j       ";
			7'b1101111:
				op_s = "jal     ";
			7'b1101011:
				if (inst == 32'h004000eb)
					op_s = "ret     ";
				else
					op_s = wd == 5'd0 ? "jr      " : "jalr    "; 
			7'b0000011:
				case (funct3) 
					3'b000:  op_s = "lb      ";
					3'b001:  op_s = "lh      ";
					3'b010:  op_s = "lw      ";
					3'b100: op_s = "lbu     ";
					3'b101: op_s = "lhu     ";
					default: op_s = "???     ";
				endcase
			7'b0100011:
				case (funct3)
					3'b000:  op_s = "sb      ";
					3'b001:  op_s = "sh      ";
					3'b010:  op_s = "sw      ";
					default: op_s = "???     ";
				endcase
			7'b1100011:
				case (funct3)
					3'b000:  op_s = "beq     ";
					3'b001:  op_s = "bne     ";
					3'b100:  op_s = "blt     ";
					3'b101:  op_s = "bge     ";
					3'b110: op_s = "bltu    ";
					3'b111: op_s = "bgeu    ";
					default:  op_s = "???     ";
				endcase
			7'b1111011:
				case (funct3)
					3'b000: op_s = "clearpcr";
					3'b001:   op_s = "setpcr  ";
					3'b010:    op_s = "mfpcr   ";
					3'b011:    op_s = "mtpcr   ";
					default:      op_s = "???     ";
				endcase
			default:
				op_s = "???";
		endcase
		str[(26 * 8) - 1:((26 - 8) * 8)] = op_s;
	end
endmodule
==> metrics.yaml <==
slew_headroom_pct: 31.1
yosysTopAreaCell: "ha_1"
setup_tns_ns: 0
p_per_area_nw_per_um2: 38.1
grt_max_degree: 43
num_vias: 12800
most_common_cell: "nand2_1"
gp_congestion: 1.03
synth_area_um2: 8890
slew_violations: 0
run_status: "completed"
ff_count: 0
worstMarginPinSlew_ns: 1.01
die-area_um2: 40800
arrival_ns: 6.18
syn2layout_area_growth_pct: 33.2
overflow: 0
first_global_vias: 12200
synth.top_cells.by_count: "156 x nand2_1, 126 x o21ai_0, 123 x nor2_1, 105 x a21oi_1, 99 x clkbuf_1"
cts_resized: 0
rows: 66
die_w_um: 202
worstPathMaxFanout: 14
regArea_um2: 0
ctsHoldBuffers: 0
required_ns: 7.04
routedWlPerCell_um: 29.4
grt_usage_pct: 28.6
yosys_cells: 1445
combPwrFrac_pct: 100.0
hold_depth: 4
yosys_warnings: 3
initialDrtViolationCount: 1602
hp-start: "jump_target[2]"
post_cts_buffers: 0
hold_slack_ns: 4.51
fp_util_pct: 27.3
portBuffers: 272
finalCriticalPeriod_ns: 7.94
antenna_found_initial: 2
syn_inst: 1445
drc: 0
critPathKind: "in2out"
netlist.area_leader.share_pct: 11.4
ys_seq_share_pct: 0
yosysChipArea_um2: 8890
core_um2: 32600
io_pins: 304
finalHoldViolCount: 0
p_clk_share_pct: 0
p_seq_share_pct: 0
first_pass_iters: 6
max_freq_mhz: 126
grt_pass1_wl_um: 87400
wl_um: 60900
syn_area_per_cell_um2: 6.15
dp_hpwl_um: 48000
ant_nets: 0
dieHeight_um: 202
final_layout_size_suffix_gt1_share_pct: 6.56
p_switching_w: 0.000279
viasPerCell: 6.19
warnings: 80
hold_class: "in2out"
top_cells_by_area: "ha_1 11%, o21ai_0 7.1%, nand2_1 6.6%"
drv_cap: 0
utilization_pct: 36.3
holdPathEnd: "str[2]"
setup.worst_path.end_class: "output pin"
critPathLaunchType: "primary input"
p_sw_share_pct: 61.7
setup_viol: 0
nClkBuffers: 0
synth.distinct_cells: 84
power.leakage_nw: 4.53
post-route-period-util_pct: 90.2
rsz0062_at_grt: "no"
internal-power_w: 0.000173
ir_worst_vdd_uv: 24.7
[final cells by class]
cell class,count,area [µm²]
multi-input combinational,1231,7880
fill,3556,20800
tap,442,553
inverter,72,270
timing repair buffer,328,3140
antenna,1,2.50
[how the worst max path moves through the flow]
stage	start	endpoint	cells past startpoint
4_1_cts	inst[15]	str[17]	13
5_1_grt	inst[12]	str[17]	13
6_report	inst[15]	str[17]	13
[metrics by stage]
stage | total power (W) | setup slack [ns] | instance area, µm² | cells
final | 0.000451 | 0.862 | 11800 | 2074
after global routing | 0.000482 | 0.602 | 11800 | 2073
after CTS | 0.000440 | 0.937 | 11800 | 2073
after detailed placement | 0.000437 | 0.960 | 11800 | 2073
after global placement | 0.000440 | 1.01 | 11800 | 2073
after floorplan | 0.000236 | 2.34 | 9000 | 1475
[placed cells by master (no fill, tap or decap), types with 6 or more instances in the layout]
cell / instances
a22oi_1: 12
clkdlybuf4s50_1: 272
buf_4: 56
a2bb2oi_1: 7
nand2b_1: 20
o21ai_0: 126
a211o_1: 6
a221oi_1: 17
and3_1: 7
or3_1: 16
or2_2: 20
nand3b_1: 7
o21a_1: 9
mux2i_1: 16
nand2_1: 156
nor4_1: 6
o221ai_1: 39
nor2b_1: 17
nand4_1: 20
nand3_1: 55
a21oi_1: 105
o22ai_1: 39
nor3_1: 34
or4_1: 7
inv_1: 69
a211oi_1: 16
o2111ai_1: 11
ha_1: 81
a21o_1: 8
nor2_1: 122
conb_1: 32
a32oi_1: 7
xnor2_1: 35
o211ai_1: 29
o31ai_1: 9
a21boi_0: 10
a31oi_1: 23
o21ai_1: 11
a2111oi_0: 7
[per-layer routing]
| metal | global-route usage (%) | routed length, µm | vias to the layer above |
|---|---|---|---|
| li1 | - | - | 5694 |
| met1 | 38.5 | 25400 | 6143 |
| met2 | 43.7 | 26600 | 873 |
| met3 | 6.29 | 6050 | 135 |
| met4 | 10.9 | 2770 | 2 |
| met5 | 0 | 11 | - |
[cells by family after synthesis]
| group | after synthesis | synth area share (%) |
|---|---|---|
| other | 2 | 0.0845 |
| multiplexers | 20 | 2.35 |
| XOR/XNOR | 38 | 3.74 |
| buffers and inverters | 244 | 13.0 |
| AND/OR/NAND/NOR | 525 | 29.7 |
| adder cells (fa/ha/maj) | 81 | 11.4 |
| AND-OR/OR-AND | 535 | 39.7 |
[worst max-delay path: stages]
cell and delay [ns]:
clkdlybuf4s50_1 0.82, clkinv_1 0.41, ha_1 0.41, nor3b_1 0.18
a21oi_1 0.18, xnor2_1 0.21, ha_1 0.26, nor2_1 0.06
or4_1 0.47, and3_1 0.28, mux2_4 0.34, o221ai_1 0.25
clkdlybuf4s50_1 0.53
[power by group through the flow]
| stage | Clock, W | Sequential [W] | Combinational (W) |
|---|---|---|---|
| 6_report | 0.00000000000523 | 0 | 0.000451 |
| 5_1_grt | 0 | 0 | 0.000482 |
| 4_1_cts | 0 | 0 | 0.000440 |
Power and IR drop assume default switching activity.
