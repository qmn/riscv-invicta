==> /design/flow/design.v <==
module memory_mux (
	input select,
	input enable_0,
	input command_0,
	input [31:0] address_0,
	input [31:0] write_data_0,
	input [3:0]  write_mask_0,
	output [31:0] read_data_0,
	output valid_0,
	input enable_1,
	input command_1,
	input [31:0] address_1,
	input [31:0] write_data_1,
	input [3:0]  write_mask_1,
	output [31:0] read_data_1,
	output valid_1,
	output enable,
	output command,
	output [31:0] address,
	output [31:0] write_data,
	output [3:0] write_mask,
	input [31:0] read_data,
	input valid
);
	assign enable = select ? enable_1 : enable_0;
	assign command = select ? command_1 : command_0;
	assign address = select ? address_1 : address_0;
	assign write_data = select ? write_data_1 : write_data_0;
	assign write_mask = select ? write_mask_1 : write_mask_0;
	assign read_data_1 = read_data;
	assign read_data_0 = read_data;
	assign valid_1 =  select ? valid : 1'b0;
	assign valid_0 = !select ? valid : 1'b0;
endmodule
==> /design/flow/run.sh <==
#!/bin/bash
# OpenROAD 26Q1-2900-gdf79404cd8, Yosys 0.63+post, stock flow scripts
make -C /OpenROAD-flow-scripts/flow DESIGN_CONFIG=/design/flow/config.mk WORK_HOME=/design/flow/orfs finish
==> /design/flow/config.mk <==
export PLATFORM = sky130hd
export DESIGN_NAME = memory_mux
export DESIGN_NICKNAME = memory_mux
export VERILOG_FILES = /design/flow/design.v
export SDC_FILE = /design/flow/constraint.sdc
export NUM_CORES = 4
export LEC_CHECK = 1
export CORE_AREA = 10 10 127 127
export DIE_AREA = 0 0 137 137
==> /design/flow/constraint.sdc <==
current_design memory_mux

set clk_period 1.0
set clk_io_pct 0.2

create_clock -name clk0 -period $clk_period

set non_clock_inputs [all_inputs -no_clocks]
set_input_delay [expr $clk_period * $clk_io_pct] -clock clk0 $non_clock_inputs
set_output_delay [expr $clk_period * $clk_io_pct] -clock clk0 [all_outputs]
==> summary.txt <==
fresh numbers from the pnr run: status finished, violations left, failing checks negative setup slack, RSZ-0062 raised after global routing yes, Top Layout Cells clkdlybuf4s50_1, mux2_4, dlygate4sd2_1, buf_6, buf_2, Crit. End Element output pin, largest net degree at the start of global routing 8, Core ar. 0.0133 sq mm, final worst-path cycle share 123%, setup TNS -12.92 ns, path type of the worst min-delay path input port to output pin, Post-Syn Area 0.00168 sq mm, Worst path top cell family by delay buffers and inverters, routed len/inst 16.9 um, tool warnings 34, slew at the pin closest to its max-slew limit 0.116 ns, gr ovfl total 0, via-per-instance ratio 3.35, Chip Area, Yosys 0.00168 sq mm, Post-DP Area 0.00349 sq mm, first-pass GRT wire length 11,100 um, Post-Synthesis Cells 144, slew margin rel. 92.3%, Pleak 1.77 nW, Final Slew Violations 0, Critical Path AT 1.03 ns, Vias 1,614, yosys warns 0, Hold Fails Final Rpt 0, ANT nets after route 0, die width 137 um, Ant. Diodes 0, GRT Util Overall 7.63%, Clock buffer cells 0, Largest stage delay, worst path 0.30 ns, Top cell excl fill/tap clkdlybuf4s50_1, fp_density 12.6%, Register Area 0 sq um, worst slack, placed -0.572 ns, initial antenna violation count 0, fmax 811 MHz, pwr dens 410 mW/mm^2, share of layout cells above drive strength 1 53.3%, critical path's slowest cell mux2_4, Layout Area Growth over Synthesis 116%, Cell Type Count 8, final setup fails 72, Critical path buffers and inverters 4, Top cells by area mux2_4, buf_4, buf_12, mux2_2, buf_8, final instance area 0.00364 sq mm, I/O pin cnt 310, # Max-Cap Violations 0, initial DRC count 16, DRC Markers 0, PnR worst setup slack -0.232 ns, Critical Path Start Type input port, chip area 0.0188 sq mm, cell type with the largest total area mux2_4, flip-flop and latch count 0, Fillers 1,420, Placed Cells 469, critical path type input port to output pin, placed wire-length estimate 6920 um, most frequent CP cell buf_16, I/O Buffers 214, GP Congestion 0.858, final cell count without fillers 482, critical-path maximum fanout 7, Pre-antenna DRT Iters 4, Post-CTS Hold Fix Bufs 0, yosys cell count 144, row count 42, worst path cell trace buf_16 -> buf_12 -> buf_16 -> mux2_4 -> buf_6, CP required 0.80 ns, Die Y 137 um, min Tclk post-route 1.23 ns, Seq share, synth 0%, total wire length 8150 um, vias in the first global route 1,823, Dominant cell area share 60.7%, peak supply drop 0.144 mV, Syn Area/Cell 11.7 sq um
-- area by class of cell --
type	instances	area, sq um	area share (%)
multi-input cells	72	1070	29.3
repair buffers	234	2350	64.6
well taps	176	220	6.05
-- stage by stage --
stage | util, % | power [mW] | hold slack, ns
4_1_cts | 26.3 | 1.45 | 0.400
3_3_place_gp | 26.2 | 1.48 | 0.400
3_5_place_dp | 26.2 | 1.49 | 0.400
2_1_floorplan | - | 0.608 | 0.463
5_1_grt | 27.2 | 1.59 | 0.400
6_report | 27.2 | 1.49 | 0.400
-- power breakdown --
group          leakage [nW]  internal, mW  switching, mW
combinational          1.77          1.15          0.336
clock                     0             0              0
sequential                0             0              0
total                  1.77          1.15          0.336
-- layer usage --
| metal | wire length, um | GRT usage (%) |
|---|---|---|
| met1 | 2920 | 8.48 |
| met2 | 4040 | 13.7 |
| met3 | 1110 | 3.09 |
| met4 | 76 | 0.937 |
| met5 | 0 | 0 |
-- path summary, 6_finish.rpt --
check | from | to | cells after the start | slack (ns)
setup / recovery | select | write_data[21] | 5 | -0.23
hold / removal | read_data[13] | read_data_0[13] | 0 | 0.40
-- synthesized netlist by cell type --
library cell,instances
mux2_4,68
buf_12,6
buf_6,1
mux2_2,2
nor2b_1,1
buf_8,1
and2_1,1
buf_4,64
-- what timing repair did --
action | in CTS | in global routing
buffers inserted | 7 | 1
endpoints found under the setup margin | 72 | 72
gates cloned | 5 | 0
resized | 320 | 22
hold endpoints to repair | 0 | 0
-- cells by family (layout without fill, tap and decap cells) --
kind of cell / Yosys count / count (layout) / share of synthesized area, %
buf+inv: 72 / 234 / 37.2
mux: 70 / 70 / 62.0
simple gates: 2 / 2 / 0.744
Power is estimated from default activity; no workload was simulated.
