==> flow/design.v <==
module arbiter (
	input clk,
	input reset,
	output [31:0] request_data,
	output stall,
	input [31:0] fetch_addr,
	input fetch_request,
	output fetch_data_valid,
	input [31:0] dmem_addr,
	input [31:0] dmem_write_data,
	input [3:0] dmem_write_mask,
	input dmem_request,
	input dmem_request_type,
	output dmem_data_valid,
	output reg [31:0] mem_addr,
	output [3:0] mem_mask,  
	output mem_enable,
	output reg mem_cmd,
	input [31:0] mem_data,
	output [31:0] mem_wdata,
	input mem_valid
);
	wire requests_pending = fetch_request | dmem_request;
	reg fetch_satisfied;
	reg memory_satisfied;
	localparam S_IDLE      = 3'd0;
	localparam S_SVC_FETCH = 3'd1;
	localparam S_SVC_MEM_R = 3'd2;
	localparam S_SVC_MEM_W = 3'd3;
	reg [2:0] state;
	reg [2:0] next_state;
	always @ (posedge clk) begin
		if (reset) begin
			state <= S_IDLE;
		end else begin
			state <= next_state;
		end
	end
	always @ (posedge clk) begin
		if (reset) begin
			fetch_satisfied  <= 1;
		end else if (state == S_IDLE && next_state != S_IDLE) begin
			fetch_satisfied  <= (fetch_request ? 0 : 1);
		end else if (state == S_SVC_FETCH && mem_valid) begin
			fetch_satisfied  <= 1;
		end
		if (reset) begin
			memory_satisfied <= 1;
		end else if (state == S_IDLE && next_state != S_IDLE) begin
			memory_satisfied <= (dmem_request ? 0 : 1);
		end else if (state == S_SVC_MEM_R && mem_valid) begin
			memory_satisfied <= 1;
		end
	end
	always @ (*) begin
		case (state)
			S_IDLE:
				if (requests_pending)
					if (fetch_request)
						next_state = S_SVC_FETCH;
					else if (dmem_request)
						if (dmem_request_type == 1'b1)
							next_state = S_SVC_MEM_W;
						else
							next_state = S_SVC_MEM_R;
					else
						next_state = S_IDLE;
				else
					next_state = S_IDLE;
			S_SVC_FETCH:
				if (!fetch_satisfied)
					next_state = S_SVC_FETCH;
				else if (dmem_request)
					if (dmem_request_type == 1'b1)
						next_state = S_SVC_MEM_W;
					else
						next_state = S_SVC_MEM_R;
				else
					next_state = S_IDLE;
			S_SVC_MEM_R:
				if (!memory_satisfied)
					next_state = S_SVC_MEM_R;
				else
					next_state = S_IDLE;
			S_SVC_MEM_W:
				next_state = S_IDLE;
			default:
				next_state = S_IDLE;
		endcase
	end
	always @ (*) begin
		case (state)
			S_SVC_FETCH:
				mem_addr = fetch_addr;
			S_SVC_MEM_R, S_SVC_MEM_W:
				mem_addr = dmem_addr;
			default:
				mem_addr = 0;			
		endcase
	end
	assign stall = (next_state != S_IDLE);
	assign fetch_data_valid = (state == S_SVC_FETCH & mem_valid);
	assign dmem_data_valid = (state == S_SVC_MEM_R & mem_valid);
	assign request_data = mem_data;
	assign mem_wdata = dmem_write_data;
	assign mem_enable = (state == S_SVC_FETCH && !fetch_satisfied) || 
	                    (state == S_SVC_MEM_R && !memory_satisfied) ||
	                    (state == S_SVC_MEM_W);
	assign mem_mask = dmem_write_mask;
	always @ (*) begin
		case (state)
			S_SVC_FETCH: mem_cmd = 1'b0;
			S_SVC_MEM_R: mem_cmd = 1'b0;
			S_SVC_MEM_W: mem_cmd = 1'b1;
			default: mem_cmd = 0;
		endcase
	end
endmodule
==> flow/run.sh <==
#!/bin/bash
# OpenROAD 26Q1-2900-gdf79404cd8, Yosys 0.63+post, stock flow scripts
make -C /OpenROAD-flow-scripts/flow DESIGN_CONFIG=/design/flow/config.mk WORK_HOME=/design/flow/orfs finish
==> flow/config.mk <==
export PLATFORM = sky130hd
export DESIGN_NAME = arbiter
export DESIGN_NICKNAME = arbiter
export VERILOG_FILES = /design/flow/design.v
export SDC_FILE = /design/flow/constraint.sdc
export NUM_CORES = 4
export LEC_CHECK = 1
export CORE_AREA = 10 10 102 102
export DIE_AREA = 0 0 112 112
==> flow/constraint.sdc <==
current_design arbiter

set clk_period 3.4
set clk_io_pct 0.2

create_clock -name clk0 -period $clk_period [get_ports {clk}]

set non_clock_inputs [all_inputs -no_clocks]
set_input_delay [expr $clk_period * $clk_io_pct] -clock clk0 $non_clock_inputs
set_output_delay [expr $clk_period * $clk_io_pct] -clock clk0 [all_outputs]
==> flow_summary.yaml <==
# yosys + openroad results
status:
  outcome: "completed"
clocking:
  count_of_buffers_added_by_post_cts_timing_repair_for_setup: 0
  ctsRootBufferMaster: "sky130_fd_sc_hd__clkbuf_8"
  clock_sinks: 6
  clk_pin_slew_worst_paths_ns: 0.04
  post_cts_resize_count: 0
  cts_buffers: 3
  source_to_sink_clock_delay_at_the_later_pin_of_the_worst_skew_pair_ns: 0.22
  h-tree-depth: 1
  clock_tree_from_tritoncts: "done"
  cts.path.max_buffers: 2
  cts_hold_buffers: 0
finish:
  combGateArea_um2: 444.2
  seqCellArea_um2: 120.1
  finish.cell_count_without_fillers: 284
  post_route_cells_drive_above_1_share_pct: 2.793
  layout-area-overhead-vs-synth_pct: 59.54
  fillerInstances: 894
yosys:
  synth.most_common_cell: "sky130_fd_sc_hd__buf_4"
  numSynthFlops: 6
  top_cell_area_share_pct: 44.74
  yosys-mux-area-fraction_pct: 0
  area_fraction_in_compound_gates_after_synthesis_pct: 31.14
  synthesis.area_mm2: 0.001141
  synth_top_flop_cell: "sky130_fd_sc_hd__dfxtp_1"
  yosysChipArea_mm2: 0.001141
  top_area_cell: "sky130_fd_sc_hd__buf_4"
  ys_sh_adder_pct: 0
  synth.distinct_cells: 24
  topCellsByArea: "sky130_fd_sc_hd__buf_4, sky130_fd_sc_hd__a22o_1, sky130_fd_sc_hd__dfxtp_1, sky130_fd_sc_hd__buf_6, sky130_fd_sc_hd__buf_2"
  postSynthCellCount: 144
  synthArstFlopShare_pct: 0
  synth.avg_cell_area_um2: 7.924
  ys_seq_share_pct: 10.53
  synth_stat.cells: 144
  top_cells_by_count: "sky130_fd_sc_hd__buf_4, sky130_fd_sc_hd__a22o_1, sky130_fd_sc_hd__dfxtp_1"
  synth_xor_xnor_area_share_pct: 0
  top_logic_kind: "buffers and inverters"
  edf_count: 0
  synth-simple-area-share_pct: 7.785
  yosysWarningCount: 1
sta:
  period_used_pct: 77.04
  grt_setup_unrepaired: "false"
  slew_violations: 0
  upper_clock_frequency_limit_ghz: 0.3818
  setup_viol: 0
  final.setup.tns_ns: 0
  worst_slew_pin_slew_ns: 0.3770
  hold_viol: 0
  period_needed_ns: 2.619
  post_route_skew_ns: 0.003718
  slew_headroom_pct: 74.86
power:
  irDropWorstVdd_mv: 0.2147
  post-layout-total-power_mw: 0.3909
  leak_pwr_nw: 0.6614
  power-per-cell-area_mw_per_mm2: 214.7
die:
  core_mm2: 0.008217
  io_pins: 243
  die_h_um: 112
  die_area_mm2: 0.01254
  fp-utilization_pct: 13.89
  rows: 33
  chipWidth_um: 112
route:
  viasPerCell: 4.042
  mean_routed_wirelength_per_cell_um: 19.01
  drt.antenna.violating_nets: 0
  drc: 0
  uppermost_layer_routed: "met4"
  met3_wirelength_mm: 1.100
  met2_length_mm: 2.357
  antenna-diode-count: 0
  detailedRoute.firstPassIterationCount: 4
  wl_mm: 5.398
  routed-via-count: 1148
  initialDrtViolationCount: 68
  detail_route.wirelength.met1_mm: 1.877
setup_path:
  endpoint_kind: "output port"
  critical_path_required_ns: 2.72
  criticalPathCategory: "in2out"
  worst-path-max-fanout: 7
  critPathArrivalTime_ns: 1.94
  startpoint_type: "primary input"
run:
  warning_count: 25
  cap_violations: 0
grt:
  globalRouteTotalUtil_pct: 7.643
  antenna_found_initial: 0
  grt_pass1_wl_mm: 7.769
  grt_start_max_net_pins: 38
  number_of_global_route_vias_before_repair: 1219
  gr-total-overflow: 0
placed_design:
  dpl.cell_count: 281
  hpwlAfterDp_mm: 4.673
  numPortBuffers: 106
  gpl.final_weighted_congestion: 0.8098
hold_path:
  worst_hold_path_type: "reg2reg"
[per-layer routing]
layer | vias up | GRT usage, %
met5 | - | 1.176
li1 | 516 | -
met3 | 10 | 6.189
met2 | 136 | 12.28
met1 | 486 | 7.655
met4 | 0 | 1.184
[layout make-up]
class                      instances  share of cell area, %
clock buffer                       3                  2.268
inverter                           2                 0.4124
multi-input combinational         60                  24.40
sequential                         6                  6.598
tap                              105                  7.216
timing repair buffer             108                  59.11
[state kept, by name, summed over array words and instances (netlist names)]
name / count
state: 4
fetch_satisfied: 1
memory_satisfied: 1
[path summary, 6_finish.rpt]
| path | depth (start not counted) | end | slack (ns) | startpoint |
|---|---|---|---|---|
| worst max-delay path | 4 | stall | 0.78 | dmem_request |
| worst min-delay path | 2 | memory_satisfied | 0.52 | state[0] |
| worst max register to register | 4 | fetch_satisfied | 2.18 | state[2] |
| worst min register to register | 2 | memory_satisfied | 0.52 | state[0] |
[critical path, cell delays in order]
cell	delay (ns)
sky130_fd_sc_hd__clkdlybuf4s50_1	0.58
sky130_fd_sc_hd__o21ai_0	0.11
sky130_fd_sc_hd__nand3_1	0.11
sky130_fd_sc_hd__clkdlybuf4s50_1	0.47
[report_power, final]
| part | internal, mW | switching (mW) |
|---|---|---|
| registers | 0.0762 | 0.00479 |
| clock network | 0.0760 | 0.0300 |
| logic | 0.150 | 0.0536 |
[cells in the final DEF, fill, tap and decap left out, drive strengths merged, types with 2 or more instances in the layout]
cell | synthesis | routed
clkdlybuf4s50 | 0 | 106
a22o | 32 | 32
dfxtp | 6 | 6
o21ai | 4 | 4
a21oi | 3 | 3
nor2 | 3 | 3
clkbuf | 0 | 3
nor2b | 2 | 2
inv | 2 | 2
nand2 | 2 | 2
and2 | 2 | 2
buf | 76 | 2
[cell families after synthesis]
kind of cell | count (synthesis)
flops | 6
simple gates | 16
compound gates | 44
buf+inv | 78
[through the flow]
step	instance area (µm²)	util (%)	worst slack, ns	hold slack, ns
2_1_floorplan	1141	-	1.793	0.4369
3_3_place_gp	1779	21.65	0.7875	0.5134
3_5_place_dp	1779	21.65	0.7810	0.5139
4_1_cts	1821	22.16	0.7663	0.5135
5_1_grt	1821	22.16	0.7093	0.5492
6_report	1821	22.16	0.7807	0.5156
No activity file was given, so power comes from the tool's default toggle rates.
